[design/flow/run.sh]
#!/bin/bash
# OpenROAD 26Q1-2900-gdf79404cd8, Yosys 0.63+post, stock flow scripts
make -C /OpenROAD-flow-scripts/flow DESIGN_CONFIG=/design/flow/config.mk WORK_HOME=/design/flow/orfs finish
[design/flow/config.mk]
export PLATFORM = sky130hd
export DESIGN_NAME = vga_bsprite
export DESIGN_NICKNAME = vga_bsprite
export VERILOG_FILES = /design/flow/design.v
export SDC_FILE = /design/flow/constraint.sdc
export NUM_CORES = 4
export LEC_CHECK = 1
export CORE_UTILIZATION = 40
[design/flow/constraint.sdc]
current_design vga_bsprite

set clk_period 15.5
set clk_io_pct 0.2

create_clock -name clk0 -period $clk_period

set non_clock_inputs [all_inputs -no_clocks]
set_input_delay [expr $clk_period * $clk_io_pct] -clock clk0 $non_clock_inputs
set_output_delay [expr $clk_period * $clk_io_pct] -clock clk0 [all_outputs]
[design/flow/design.v]
`timescale 1ns / 1ps
module vga_bsprite(x0, y0, x1, y1, hc, vc, mem_value, rom_addr, R, G, B, blank);
	input [10:0] x0, y0, x1, y1;	 
	input [10:0] hc, vc;	 
	input [7:0] mem_value;	 
	input blank;
	output reg [14:0] rom_addr;	 
	output reg [2:0] R, G;
	output reg [1:0] B;	 
	reg [9:0] x, y;
	always @ (*) begin
		if (hc >= x0 & hc < x1)		 
			x = hc-x0;	 
		else
			x = 0;
		if (vc >= y0 & vc < y1)		 
			y = vc - y0;	 
		else
			y = 0;
		rom_addr = y * 344 + x;  
		if (x==0 & y==0)		 
			{R,G,B} = 8'd000;
		else
			{R,G,B} = mem_value;
	end
endmodule
==> impl_report.txt <==
FLOW METRICS REPORT
----------------------------------------------------
[Global route]
  Initial antenna violation count ........................ 0
  GRT busiest layer ........................ met2
  Global-route met1 utilization ........................ 0.253
  Wire length of the first global-routing pass ........................ 11.6 mm
  Global route total overflow ........................ 0
  Grt met3 use ........................ 0.0171
  Pin count of the biggest net entering global routing ........................ 11
  Met2 capacity usage during global routing ........................ 0.281
  Number of global-route vias before repair ........................ around 2800
  Overall track demand over capacity in global routing ........................ 0.169

[Floorplanning]
  Number of placement rows ........................ 31
  Y dimension of the die ........................ ~91 um
  Pre-Place Util ........................ 0.423
  Area enclosed by the die boundary ........................ a little over 0.008 mm^2
  Ports placed on the boundary ........................ roughly 100
  Core Region ........................ around 0.0074 mm^2
  Die X-Extent ........................ around 91 um

[Pwr]
  Pleak ........................ around 2.1 nW
  Largest voltage drop on the vdd net ........................ a little under 0.02 mV
  Power per unit of standard cell area ........................ just under 60 mW/mm^2

[Place]
  I/O Buffers ........................ roughly 97
  Final estimated routing congestion in global placement ........................ just over 0.8
  Post-detail-place hpwl ........................ about 6 mm
  Pre-CTS worst setup slack ........................ around 3.1 ns

[Synth]
  Tally of yosys warning messages ........................ 1
  Sequential-to-total area share from yosys stat ........................ 0
  Mean cell area of the mapped netlist ........................ between 7 and 8 um^2
  Total cell area reported by yosys after synthesis ........................ roughly 0.0031 mm^2
  Count of mapped cells out of synthesis ........................ about 410
  Number of distinct standard cells referenced by the synthesized netlist ........................ approximately 50
  Yosys Instances ........................ approximately 410
  Area of the mapped netlist ........................ 0.00314 mm^2

[Routing]
  Via density per instance ........................ ~4.8
  First-pass iteration count of the detailed router ........................ 4
  Via count of the routed design ........................ 2909
  Diode count ........................ 0
  Post-route antenna net violation count ........................ 0
  DRC viols ........................ 0
  Overall routed net length ........................ roughly 6.5 mm
  Wire per inst ........................ 10.6 um
  Starting DRT DRC Count ........................ approximately 49

[Final layout]
  Count of clock-net buffers in the final layout ........................ 0
  Share of layout cells above drive strength 1 ........................ 0.0176
  Filler Cell Count ........................ 707
  Leading cell types in the layout, fill and taps excluded ........................ clkdlybuf4s50_1 (97), inv_1 (94), ha_1 (82)
  Sequential cell area in the final layout ........................ 0 um^2
  FFs & Latches ........................ 0
  Most common library cell in the layout ignoring fill and taps ........................ clkdlybuf4s50_1
  Area Growth Syn to Fin ........................ 33.9%

[Status]
  Status ........................ complete, no violations

[Clock tree]
  Number of buffers added for setup after CTS ........................ 0
  Cells resized by post-CTS repair ........................ 0
  Post-cts hold-fix buffer tally ........................ 0

[Worst setup path]
  Critical path, cell by cell ........................ clkdlybuf4s50_1 > inv_1 > ha_1 > nor2b_1 > o31a_1 > o31ai_1 > o31ai_1 > nand3_1 > nor2b_1 > ha_1 > ha_1 > fa_1 > inv_1 > fa_1 > xnor2_1 > ha_1 > or4_1 > a31oi_1 > nor2b_1 > nand4_1 > xor3_1 > clkdlybuf4s50_1
  Most Frequent Cell on Critical Path ........................ ha_1
  Setup crit start ........................ y0[1]
  Critical path capture point type ........................ output pin
  Largest stage delay on the critical path ........................ 0.57 ns
  Req. time, crit path ........................ around 12 ns
  CP arrival ........................ 9.28 ns
  Critical path class ........................ input port to output pin
  Type of element launching the critical path ........................ input port
  Worst-path fanout max ........................ 10
  Critical Path Slowest Stage Cell ........................ fa_1

[Final timing]
  Slew at the pin with the worst max-slew slack ........................ a little under 0.6 ns
  Final setup TNS ........................ 0 ns
  Final Hold Violating Endpoints ........................ 0
  Worst slew margin relative to its limit ........................ 0.605
  Period utilization ........................ 0.799
  RSZ-0062 raised after global routing ........................ no
  Time the worst path needs with I/O delays and setup ........................ 12.38 ns
  Final Max Slew Viols ........................ 0
  Maximum clock frequency ........................ ~80 MHz
  Finish-stage setup viols ........................ 0
  Least setup slack across all paths after layout ........................ slightly above 3 ns

[Hold path]
  Worst hold start ........................ mem_value[5]
  HP Class ........................ input port to output pin

[Job]
  Number of violations of the max-capacitance limit ........................ 0
  Number of logged tool warnings ........................ 38

----------------------------------------------------
[worst max-delay path, delay by kind of cell]
| family | cells | cell delay [ns] |
|---|---|---|
| xor gates and xnor gates | 2 | 0.55 |
| and+or+nand+nor | 6 | 1.37 |
| adders and majority gates | 6 | 2.15 |
| AOI/OAI and AO/OA | 4 | 1.12 |
| buffers and inverters | 4 | 0.98 |
[synthesized netlist by cell type (3+ instances only)]
| library cell | instances | area, um^2 |
|---|---|---|
| a211oi_1 | 3 | 22.5 |
| a21o_1 | 9 | 67.6 |
| a21oi_1 | 28 | 140 |
| a31oi_1 | 3 | 18.8 |
| and2_1 | 3 | 18.8 |
| fa_1 | 16 | 320 |
| ha_1 | 82 | 1030 |
| inv_1 | 94 | 353 |
| nand2_1 | 15 | 56.3 |
| nand2b_1 | 4 | 25.0 |
| nand3_1 | 9 | 45.0 |
| nand4_1 | 7 | 43.8 |
| nor2_1 | 29 | 109 |
| nor2b_1 | 14 | 87.6 |
| nor3_1 | 9 | 45.0 |
| nor3b_1 | 8 | 60.1 |
| o21a_1 | 3 | 22.5 |
| o21ai_0 | 14 | 70.1 |
| xnor2_1 | 23 | 201 |
| xor2_1 | 6 | 52.6 |
[final timing paths]
kind | end | slack (ns) | depth (start not counted)
setup / recovery | rom_addr[14] | 3.12 | 22
hold / removal | R[0] | 7.11 | 3
[cell families after synthesis]
group,Yosys count,synth area share
xor+xnor,30,0.0886
buf+inv,95,0.123
compound gates,79,0.169
simple gates,111,0.187
mux,1,0.00319
fa+ha+maj,98,0.429
[power by group]
part	leakage, nW	internal (W)	switching, W
Clock	0	0	0
Sequential	0	0	0
Combinational	2.11	0.000139	0.000108
[through the flow]
stage	power (W)	std cells	hold WS, ns	util	cell area (um^2)
2_1_floorplan	0.000155	414	6.29	-	3140
3_3_place_gp	0.000250	609	7.11	0.567	4200
3_5_place_dp	0.000250	609	7.11	0.567	4200
4_1_cts	0.000252	609	7.11	0.567	4200
5_1_grt	0.000286	609	7.15	0.567	4200
6_report	0.000248	609	7.11	0.567	4200
[layout make-up]
class / count / area [um^2] / share of cell area
Multi-Input combinational cell: 319 / 2750 / 0.655
Timing Repair Buffer: 97 / 971 / 0.231
Inverter: 94 / 353 / 0.0840
Tap cell: 99 / 124 / 0.0295
[routing by layer]
layer,share of wire,up-vias,routed length [um]
met1,0.52,1242,3360
met5,0,-,0
met3,0.054,0,352
li1,-,1595,-
met4,0,0,0
met2,0.43,72,2750
Power is estimated from default activity; no workload was simulated.
